$ cat design/flow/design.v
module Q_srl (clock, reset, i_d, i_v, i_b, o_d, o_v, o_b, count);
   parameter depth = 16;    
   parameter width = 16;    
   parameter addrwidth =
		(  (((depth))     ==0) ? 0	 
		 : (((depth-1)>>0)==0) ? 0	 
		 : (((depth-1)>>1)==0) ? 1	 
		 : (((depth-1)>>2)==0) ? 2	 
		 : (((depth-1)>>3)==0) ? 3	 
		 : (((depth-1)>>4)==0) ? 4	 
		 : (((depth-1)>>5)==0) ? 5	 
		 : (((depth-1)>>6)==0) ? 6	 
		 : (((depth-1)>>7)==0) ? 7	 
		 :                       8)	 
		 ;
   input     clock;
   input     reset;
   input  [width-1:0] i_d;	 
   input              i_v;	 
   output             i_b;	 
   output [width-1:0] o_d;	 
   output             o_v;	 
   input              o_b;	 
   output [addrwidth:0] count;   
   reg    [addrwidth-1:0] addr, addr_, a_;		 
   reg 			  shift_en_;			 
   reg    [width-1:0] 	  srl [depth-2:0];		 
   reg 			  shift_en_o_;			 
   reg    [width-1:0] 	  srlo_, srlo			 
			    ;
   parameter state_empty = 2'd0;     
   parameter state_one   = 2'd1;     
   parameter state_more  = 2'd2;     
   reg [1:0] state, state_;	     
   wire      addr_full_;	     
   reg       addr_full; 	     
   wire      addr_zero_;	     
   wire      o_v_reg_;		     
   reg       o_v_reg  		     
	       ;
   wire      i_b_reg_;		     
   reg       i_b_reg  		     
	       ;
   assign addr_full_ = (state_==state_more) && (addr_==depth-2);
   assign addr_zero_ = (addr==0);		 
   assign o_v_reg_   = (state_!=state_empty);	 
   assign i_b_reg_   = addr_full_;		 
   assign o_d = srlo;				 
   assign o_v = o_v_reg;			 
   assign i_b = i_b_reg;			 
   assign count = (state==state_more ? addr+2 : (state==state_one ? 1 : 0));
   always @(posedge clock) begin	 
      if (reset) begin
	 state     <= state_empty;
	 addr      <= 0;
         addr_full <= 0;
	 o_v_reg   <= 0;
	 i_b_reg   <= 1;
      end
      else begin
	 state     <= state_;
	 addr      <= addr_;
         addr_full <= addr_full_;
	 o_v_reg   <= o_v_reg_;
	 i_b_reg   <= i_b_reg_;
      end
   end  
   always @(posedge clock) begin	 
      if (reset) begin
	 srlo <= 0;
      end
      else begin
	 if (shift_en_o_) begin
	    srlo <= srlo_;
	 end
      end
   end  
   always @(posedge clock) begin			 
      if (shift_en_) begin
	 for (a_=depth-2; a_>0; a_=a_-1) begin
	    srl[a_] <= srl[a_-1];
	 end
	 srl[0] <= i_d;
      end
   end  
   always @* begin					 
        srlo_       <=  'bx;
        shift_en_o_ <= 1'bx;
        shift_en_   <= 1'bx;
        addr_       <=  'bx;
        state_      <= 2'bx;
      case (state)
	state_empty: begin		     
	      if (i_v) begin		     
		 srlo_       <= i_d;
		 shift_en_o_ <= 1;
		 shift_en_   <= 1'bx;
		 addr_       <= 0;
		 state_      <= state_one;
	      end
	      else	begin		     
		 srlo_       <= 'bx;
		 shift_en_o_ <= 0;
		 shift_en_   <= 1'bx;
		 addr_       <= 0;
		 state_      <= state_empty;
	      end
	end
	state_one: begin		     
	      if (i_v && o_b) begin	     
		 srlo_       <= 'bx;
		 shift_en_o_ <= 0;
		 shift_en_   <= 1;
		 addr_       <= 0;
		 state_      <= state_more;
	      end
	      else if (i_v && !o_b) begin    
		 srlo_       <= i_d;
		 shift_en_o_ <= 1;
		 shift_en_   <= 1;
		 addr_       <= 0;
		 state_      <= state_one;
	      end
	      else if (!i_v && o_b) begin    
		 srlo_       <= 'bx;
		 shift_en_o_ <= 0;
		 shift_en_   <= 1'bx;
		 addr_       <= 0;
		 state_      <= state_one;
	      end
	      else if (!i_v && !o_b) begin   
		 srlo_       <= 'bx;
		 shift_en_o_ <= 0;
		 shift_en_   <= 1'bx;
		 addr_       <= 0;
		 state_      <= state_empty;
	      end
	end  
	state_more: begin		     
	   if (addr_full || (depth==2)) begin
	      if (o_b) begin		     
		 srlo_       <= 'bx;
		 shift_en_o_ <= 0;
		 shift_en_   <= 0;
		 addr_       <= addr;
		 state_      <= state_more;
	      end
	      else begin		     
		 srlo_       <= srl[addr];
		 shift_en_o_ <= 1;
		 shift_en_   <= 0;
		 addr_       <= addr_zero_ ? 0         : addr-1;
		 state_      <= addr_zero_ ? state_one : state_more;
	      end
	   end
	   else begin			     
	      if (i_v && o_b) begin	     
		 srlo_       <= 'bx;
		 shift_en_o_ <= 0;
		 shift_en_   <= 1;
		 addr_       <= addr+1;
		 state_      <= state_more;
	      end
	      else if (i_v && !o_b) begin    
		 srlo_       <= srl[addr];
		 shift_en_o_ <= 1;
		 shift_en_   <= 1;
		 addr_       <= addr;
		 state_      <= state_more;
	      end
	      else if (!i_v && o_b) begin    
		 srlo_       <= 'bx;
		 shift_en_o_ <= 0;
		 shift_en_   <= 0;
		 addr_       <= addr;
		 state_      <= state_more;
	      end
	      else if (!i_v && !o_b) begin   
		 srlo_       <= srl[addr];
		 shift_en_o_ <= 1;
		 shift_en_   <= 0;
		 addr_       <= addr_zero_ ? 0         : addr-1;
		 state_      <= addr_zero_ ? state_one : state_more;
	      end
	   end  
	end  
	default: begin
		 srlo_       <=  'bx;
		 shift_en_o_ <= 1'bx;
		 shift_en_   <= 1'bx;
		 addr_       <=  'bx;
		 state_      <= 2'bx;
	end  
      endcase  
   end  
endmodule  
$ cat design/flow/run.sh
#!/bin/bash
# OpenROAD 26Q1-2900-gdf79404cd8, Yosys 0.63+post, stock flow scripts
make -C /OpenROAD-flow-scripts/flow DESIGN_CONFIG=/design/flow/config.mk WORK_HOME=/design/flow/orfs finish
$ cat design/flow/config.mk
export PLATFORM = sky130hd
export DESIGN_NAME = Q_srl
export DESIGN_NICKNAME = Q_srl
export VERILOG_FILES = /design/flow/design.v
export SDC_FILE = /design/flow/constraint.sdc
export NUM_CORES = 4
export LEC_CHECK = 1
export CORE_UTILIZATION = 50
$ cat design/flow/constraint.sdc
current_design Q_srl

set clk_period 16.5
set clk_io_pct 0.2

create_clock -name clk0 -period $clk_period [get_ports {clock}]

set non_clock_inputs [all_inputs -no_clocks]
set_input_delay [expr $clk_period * $clk_io_pct] -clock clk0 $non_clock_inputs
set_output_delay [expr $clk_period * $clk_io_pct] -clock clk0 [all_outputs]
==> qor.yml <==
design_area_um2: 12350
grt_pass1_vias: 6923
logic_area_um2: 2740
synth.distinct_cells: 69
crit_path_max_fanout: 40
dr.max_layer_used: "met4"
postPlaceCellArea_um2: 11420
globalRouteTotalUtil: 0.2533
rsz0062_at_grt: "no"
postCtsSetupRepairBufs: 0
tightest_slew_ns: 0.8170
ant_nets: 0
critPathLaunchType: "register"
area_delta_synth_final_pct: 14.15
setup-tns-final_ns: 0
synth_area_um2: 10820
rows: 53
grt_start_max_net_pins: 66
layout-drive-gt1-share: 0.1071
clk_latency_ns: 0.53
clock.fmax_mhz: 156.3
top_area_frac: 0.6662
reg_top3: "srl x240, srlo x16, addr x4"
detail_route.drc_violations: 0
finalCriticalPeriod_ns: 6.398
grt_pass1_wl_um: 38870
syn-instance-count: 720
regMostFlops: "srl"
drt_pass1_iterations: 5
largest_register_ffs: 240
async_flop_share: 0
hp-class: "register to register"
cts_tree: "built"
core_um2: 21090
routed_wl_um: 24400
antenna_found_initial: 0
clkTransAtPathRegs_ns: 0.06
numPortBuffers: 42
edf_count: 240
grt_overflow: 0
period_used_share: 0.3878
vias: 6639
max_slew_margin: 0.4553
slew_violations: 0
ys_chip_area_um2: 10820
cts_resized: 0
post-dp-hpwl_um: 14090
cts_made_buffers: 28
yosys.cell_count.top_type: "edfxtp_1"
fp.dieH_um: 149.1
antenna_cells: 0
instances_no_fill: 1050
die_x_um: 149.1
htree_levels: 1
yosysCellCount: 720
boundaryPins: 43
postSynthSeqShare: 0.7143
hold_ws_ns: 0.4428
synth_area_leader_cell: "edfxtp_1"
warnings: 35
clock_path_buffers: 3
power_density_nw_per_um2: 123.5
cap_violations: 0
cp-end-kind: "output port"
status: "finished clean"
drtIter0Drc: 471
worst-setup-path-type: "register to output port"
initial_utilization: 0.5130
drt-met1-wl_um: 10190
synthTopCellsByCount: "edfxtp_1 (240), a21oi_1 (34), nand2_1 (30)"
flop_area_um2: 7730
setup_viol: 0
cts_hold_buf: 0
cp_data_arrival_time_ns: 3.10
power.leakage_uw: 0.004303
met2WireLength_um: 10720
clock-sinks: 266
synthTopCellsByArea: "edfxtp_1 (67%), dfxtp_1 (4.8%), a22oi_1 (1.9%), a21oi_1 (1.6%), ha_1 (1.5%)"
route.met3.wl_um: 3008
fill_cells: 1600
placedCellCount: 999
gp_congestion: 0.9104
numSynthFlops: 266
synth_warnings: 2
fin_skew_ns: 0.007776
vdd_drop_max_mv: 0.07567
viasPerCell: 6.323
ff_type: "edfxtp_1"
cts-root-buf: "clkbuf_16"
final-hold-violation-count: 0
routedWlPerCell_um: 23.24
worstPathRequired_ns: 13.20
syn_avg_cell_area_um2: 15.02
chipArea_um2: 22230
-- worst max-delay path, stage by stage, from the launching register on --
cell	delay, ns
dfxtp_2	0.77
buf_4	0.53
inv_2	0.32
ha_1	0.36
and2_1	0.12
clkdlybuf4s50_1	0.45
-- layout by cell type, fill, tap and decap left out, drive strengths merged, types with 5 or more instances in the layout --
cell type and count:
a211oi 11, a21oi 34, a221o 6, a221oi 19, a222oi 10, a22o 12, a22oi 29, a311oi 6
a31oi 10, a32o 9, and3 5, buf 16, clkbuf 41, clkdlybuf4s50 42, clkinv 5, dfxtp 26
edfxtp 240, ha 13, inv 17, mux2 6, mux2i 12, nand2 30, nand3 16, nor2 24
nor2b 6, nor3 10, nor4 8, o21ai 30, o22ai 8, o31ai 5
-- layout make-up --
cell class / count / share of cell area
well taps: 275 / 0.02787
clock inverters: 10 / 0.01044
multi-input cells: 383 / 0.2219
repair buffers: 58 / 0.04377
flip-flops and latches: 266 / 0.6260
inverters: 17 / 0.005168
clock buffers: 41 / 0.06485
-- through the flow --
stage | setup slack (ns) | utilization | total power, uW
finish | 10.10 | 0.5856 | 1524
global route | 9.943 | 0.5856 | 1578
CTS | 10.08 | 0.5856 | 1536
detailed placement | 10.38 | 0.5415 | 906.0
global placement | 10.47 | 0.5415 | 905.1
floorplan | 1.732 | - | 872.4
-- routing by layer --
| layer | GRT usage | up-vias |
|---|---|---|
| met4 | 0.03980 | 0 |
| li1 | - | 2990 |
| met1 | 0.4235 | 3226 |
| met2 | 0.3451 | 384 |
| met3 | 0.1232 | 39 |
| met5 | 0 | - |
-- power breakdown --
group / internal, uW / switching, uW / leakage [uW]
logic: 27.0 / 27.6 / 0.00110
clock network: 382 / 248 / 0.000449
registers: 806 / 33.4 / 0.00275
-- final timing paths --
kind,cells after the start,slack (ns),startpoint,endpoint
setup / recovery,5,10.10,addr[2],count[2]
hold / removal,0,0.44,srl[0][5],srl[1][5]
setup reg to reg,7,13.30,addr[0],srlo[10]
hold reg to reg,0,0.44,srl[0][5],srl[1][5]
-- logic make-up (layout without fill, tap and decap cells) --
logic type / count (synthesis) / after routing / share of synthesized area
buf+inv: 71 / 126 / 0.03412
flops: 266 / 266 / 0.7143
fa+ha+maj: 13 / 13 / 0.01504
compound gates: 232 / 232 / 0.1615
mux: 18 / 18 / 0.01735
xor+xnor: 1 / 1 / 0.0008098
simple gates: 119 / 119 / 0.05691
Power and IR drop assume default switching activity.
